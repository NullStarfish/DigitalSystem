`./run.sh`:
```
#!/bin/bash
# OpenROAD 26Q1-2900-gdf79404cd8, Yosys 0.63+post, stock flow scripts
make -C /OpenROAD-flow-scripts/flow DESIGN_CONFIG=/design/flow/config.mk WORK_HOME=/design/flow/orfs finish
```
`./config.mk`:
```
export PLATFORM = sky130hd
export DESIGN_NAME = divider
export DESIGN_NICKNAME = divider
export VERILOG_FILES = /design/flow/design.v
export SDC_FILE = /design/flow/constraint.sdc
export NUM_CORES = 4
export LEC_CHECK = 1
export CORE_AREA = 10 10 103 103
export DIE_AREA = 0 0 113 113
```
`./design.v`:
```
module divider #(parameter freq = 1000, parameter qref = 1)(
    input clk_100Mhz,
    input rstn,
    output reg clk_out = 1
    );
    integer cnt = 0;
    always @ (posedge clk_100Mhz or negedge rstn) begin
        if(!rstn) cnt <= 0;
        else if(cnt == 100000000 / freq / 2 * qref - 1) begin
            cnt <= 0;
            clk_out <= !clk_out;
        end
        else cnt <= cnt + 1;
    end
endmodule
```
`./constraint.sdc`:
```
current_design divider

set clk_period 4.4
set clk_io_pct 0.2

create_clock -name clk0 -period $clk_period [get_ports {clk_100Mhz}]

set non_clock_inputs [all_inputs -no_clocks]
set_input_delay [expr $clk_period * $clk_io_pct] -clock clk0 $non_clock_inputs
set_output_delay [expr $clk_period * $clk_io_pct] -clock clk0 [all_outputs]
```
==> flow_summary.toml <==
# yosys + openroad results
[die]
initial_core_util = 0.190
core.rowCount = 33
die_area_sq_um = 12800
floorplan.core_area_sq_um = 8300
die.size.x_um = 113
die-height_um = 113
pin_count = 3

[detailed_routing]
drc = 0
diodes = 0
postRouteAntennaNets = 0
first_iter_violations = 103
totalWireLength_mm = 2.76
drt_pre_antenna_iters = 4
vias_per_cell = 4.07
wl_per_cell_um = 10.7
route.vias.total = 1047

[synth]
netlist_area_sq_um = 1570
synth_flop_count = 33
cell_count_in_the_yosys_report = 141
post_synth.cell_area_avg_sq_um = 11.2
syn_inst = 141
synth.yosys.warnings = 1
synth_cell_type_count = 24
synth.yosys.seq_area_share = 0.528
synth-area-yosys_sq_um = 1570

[timing]
final_max_slew_viol_count = 0
timing.clock.skew_ns = 0.00287
final.min_clock_period_ns = 2.01
worst_pin_slew_ns = 0.569
final_hold_viol_count = 0
min_period_over_period = 0.457
rsz0062_at_grt = "no"
hold_slack_ns = 0.478
setup_tns_ns = 0
relSlewSlack = 0.618
max_clock_freq_mhz = 497
setup_viol = 0

[placed_design]
gp_routability_congestion = 0.801
port-buffer-count = 2
hpwl_mm = 1.85

[cts]
numCtsBuffers = 5
cts.hold.buffers_added = 0
tritoncts_num_sinks = 33
post_cts.resized_instances = 0
htree_num_levels = 2
clkLatencyLatePin_ns = 0.28
tritoncts = "built"
ctsLongestPathBuffers = 2
postCtsSetupBuffers = 0
cts-root-buf = "clkbuf_8"
path_clk_slew_ns = 0.06

[global_route]
grt_pass1_wl_mm = 5.08
gr-total-overflow = 0
first_global_vias = 1084
antenna_violations_before_repair = 0
track_usage = 0.0457
grt_start_max_net_pins = 34

[critical_path]
worst_ep_required_time_ns = 4.40
cp-start-kind = "flop"
crit_arrival_ns = 2.01
criticalPathCategory = "reg2reg"
worst_setup_path_end_kind = "flop"
crit_path_max_fanout = 10

[job]
warnings = 25
max-cap-violations = 0

[outcome]
run_status = "complete, no violations"

[finish]
fraction_of_layout_instances_using_a_drive_strength_above_1 = 0.0789
flow.area_growth_from_synthesis_pct = 15.8
most_frequent_logic_cell_in_the_layout = "dfrtp_1"
lay_top_cells = "32 x dfrtp_1, 23 x xnor2_1, 14 x nand3_1, 13 x nand4_1, 12 x nor2_1"

[min_path]
hold_path_class = "reg2reg"

[power]
comb_power_share = 0.013
netSwitchingPower_mw = 0.108
cellInternalPower_mw = 0.433
pwr-share-clk = 0.424
power.ir.vdd_worst_v = 0.000204
power.density_nw_per_um2 = 297
power.share.switching = 0.199
p_leak_nw = 0.749
power_frac_seq = 0.563
power groups by stage:
stage         combinational (mW)  clock [mW]  sequential (mW)
CTS                      0.00756       0.238            0.304
global route             0.00825       0.252            0.304
finish                   0.00698       0.229            0.305
synthesized netlist by cell type, drive strengths merged:
| cell type | n | area (sq um) |
|---|---|---|
| nand3 | 14 | 70.1 |
| nand4 | 13 | 81.3 |
| nand2 | 9 | 33.8 |
| ha | 1 | 12.5 |
| inv | 4 | 15.0 |
| and2 | 2 | 12.5 |
| nor4b | 2 | 32.5 |
| edfxtp | 1 | 30.0 |
| o31ai | 1 | 7.51 |
| a21oi | 1 | 5.00 |
| nor4 | 7 | 73.8 |
| nor3 | 2 | 15.0 |
| and3 | 4 | 25.0 |
| xor2 | 6 | 52.6 |
| or4 | 2 | 18.8 |
| nor2b | 1 | 6.26 |
| nor2 | 12 | 45.0 |
| and4 | 4 | 35.0 |
| dfrtp | 32 | 801 |
| xnor2 | 23 | 201 |
state kept, by name, indices dropped and copies added (netlist names):
signal,count
clk_out,1
cnt,32
critical path: stages, from the launching register on:
cell and delay [ns]:
dfrtp_1 0.41, or4_4 0.56, nor4_4 0.56, and2_1 0.21
cells by family after synthesis:
logic type,Yosys count,share of synthesized area
adders and majority gates,1,0.00795
and+or+nand+nor,72,0.285
DFF,33,0.528
xor gates and xnor gates,29,0.161
buffers and inverters,4,0.00954
AOI/OAI and AO/OA,2,0.00795
layer usage:
metal,share of wire,vias up,global-route usage
li1,-,525,-
met1,0.50,497,0.0619
met2,0.44,21,0.0722
met3,0.041,4,0.0128
met4,0.013,0,0.00761
met5,0,-,0
per-stage QoR:
step | utilization | power [mW] | setup slack, ns | std cells | instance area, sq um
4_1_cts | 0.220 | 0.550 | 2.37 | 257 | 1820
5_1_grt | 0.220 | 0.564 | 2.32 | 257 | 1820
3_5_place_dp | 0.209 | 0.318 | 2.17 | 249 | 1730
2_1_floorplan | - | 0.310 | 2.56 | 141 | 1570
6_report | 0.220 | 0.541 | 2.39 | 257 | 1820
3_3_place_gp | 0.209 | 0.318 | 2.18 | 249 | 1730
layout make-up:
type	instances	area, sq um
fillers	873	6480
flip-flops and latches	33	831
multi-input cells	104	728
well taps	105	131
clock buffers	8	90.1
repair buffers	3	27.5
inverters	4	15.0
worst paths after layout:
path                                    from                 to  slack (ns)  depth (start not counted)
max                        cnt[30]$_DFF_PN0_  clk_out$_DFFE_PP_        2.39                          3
min in group asynchronous               rstn  cnt[26]$_DFF_PN0_        1.00                          2
min reg2reg                 cnt[0]$_DFF_PN0_   cnt[0]$_DFF_PN0_        0.48                          1
max in group asynchronous               rstn   cnt[8]$_DFF_PN0_        3.11                          2
max reg2reg                cnt[30]$_DFF_PN0_  clk_out$_DFFE_PP_        2.39                          3
min                         cnt[0]$_DFF_PN0_   cnt[0]$_DFF_PN0_        0.48                          1
Power and IR drop assume default switching activity.
