File: /design/flow/run.sh
#!/bin/bash
# OpenROAD 26Q1-2900-gdf79404cd8, Yosys 0.63+post, stock flow scripts
make -C /OpenROAD-flow-scripts/flow DESIGN_CONFIG=/design/flow/config.mk WORK_HOME=/design/flow/orfs finish
File: /design/flow/config.mk
export PLATFORM = sky130hd
export DESIGN_NAME = TimerTop
export DESIGN_NICKNAME = TimerTop
export VERILOG_FILES = /design/flow/design.v
export SDC_FILE = /design/flow/constraint.sdc
export NUM_CORES = 4
export LEC_CHECK = 1
export CORE_UTILIZATION = 30
File: /design/flow/constraint.sdc
current_design TimerTop

set clk_period 5.2
set clk_io_pct 0.2

create_clock -name clk0 -period $clk_period [get_ports {clk}]

set non_clock_inputs [all_inputs -no_clocks]
set_input_delay [expr $clk_period * $clk_io_pct] -clock clk0 $non_clock_inputs
set_output_delay [expr $clk_period * $clk_io_pct] -clock clk0 [all_outputs]
File: /design/flow/design.v
module TimerTop(clk, reset, start, LED1, LED0);
    input clk, reset, start;
    output LED1, LED0;
    parameter sim=1'b0;
    wire pulse10Hz, pulse1Hz;
    wire TimerEn, TimerOut;
    wire clr;
    assign LED1 = TimerEn;
    counter_n #(.n(sim?2:10**7), .counter_bits(sim?1:24))Div1(
        .clk(clk),
        .en(1'b1),
        .r(0),
        .q(),
        .co(pulse10Hz)
    );
    counter_n #(.n(10), .counter_bits(4))Div2(
        .clk(clk),
        .en(pulse10Hz),
        .r(0),
        .q(),
        .co(pulse1Hz)
    );
    timer #(.n(12), .counter_bits(4))Timer(
        .en(pulse1Hz && TimerEn),
        .r(reset || start),
        .clk(clk),
        .done(TimerOut)
    );
    rsff ff1(.clk(clk), .r(reset || TimerOut), .s(start), .q(TimerEn));
    rsff ff2(.clk(clk), .r(TimerOut), .s(reset || start), .q(clr));
    diffre #(.n(1)) Diffre(
        .clk(clk),
        .r(clr),
        .en(pulse10Hz),
        .d(~LED0),
        .q(LED0)
    );
endmodule
module counter_n #(
    parameter counter_bits = 3,
    parameter n = 2
) (
    input clk,
    input en,
    input r,
    output co,
    output reg [counter_bits-1:0] q
);
    assign co = (q == n)  && en;
    always @(posedge clk) begin
        if(r) q <= 0;
        else begin
            if (en) begin
                if (q == n) q <= 0;
                else q <= q + 1;
            end
        end
    end
endmodule
module diffre 
    #(
        parameter n = 1
    )   
    (
        input clk,
        input r,
        input en,
        input [n - 1 : 0] d,
        output reg [n - 1:0] q
    );
    always@(posedge clk) begin
        if(r) q <= 0;
        else begin
            if (en) q <= d;
            else q <= q;
        end
    end
endmodule
module rsff 
    (
        input clk,
        input r,
        input s,
        output reg q = 0
    );
    always@(posedge clk) begin
        if (r) q <= 0;
        else if (s&~r) q <= 1;
    end
endmodule
module timer 
    #(
        parameter n = 12,
        parameter counter_bits = 4
    )  
    (
        input en,
        input r,
        input clk,
        output done
    );
    wire [counter_bits-1:0] q;
    wire co;
    counter_n #(
        .counter_bits(counter_bits),
        .n(n)
    ) counter_n_inst(
        .clk(clk),
        .en(en),
        .r(r),
        .q(q),
        .co(co)
    );
    assign done = co;
endmodule
==> results.tsv <==
stage	metric	value	unit
outcome	outcome	finished, final reports clean	
synth	main flop type	dfxtp_1	
global_route	initial antenna violation count	0	
critical_path	slowest CP cell	clkdlybuf4s50_1	
min_path	Hold WC Path Type	reg2reg	
sta	final setup TNS	0	ns
die	Die Height	78.11	um
synth	Post-synth EDFFs	4	
place	Cells after DPL	251	
sta	minimum clock period	2.159	ns
cts	Worst-path clk slew	0.07	ns
place	number of port buffers	4	
cts	Post-CTS Setup Inserts	0	
cts	Late-Pin Clk Latency	0.28	ns
synth	yosys cell count	181	
critical_path	Crit path required time	4.16	ns
cts	CTS tree	built	
critical_path	reg2reg end	Div2.q[0]	
sta	fin crit share	41.52	%
synth	register share after synthesis	42.62	%
sta	Max Slew Vio Count	0	
critical_path	critical path depth in cells	1	
critical_path	CP peak stage delay	0.47	ns
min_path	HP Start	ff2.q	
critical_path	R2R Path Start	Div1.q[0]	
synth	mapped cell area	0.001738	sq mm
die	io pins	5	
synth	Async SR Flop Fraction	0	%
synth	Netlist cell types	40	
cts	hold buffer count at CTS	0	
cts	H-tree levels	2	
synth	Synth Area per Inst	9.602	sq um
pwr	worst vdd ir	108.8	uV
critical_path	crit path kind	reg2out	
synth	YS warnings	7	
route	Initial DRC Count	79	
die	Die Wd	78.11	um
cts	CTS Buf Count	5	
sta	Max Freq	0.4632	GHz
critical_path	CP arrival	1.12	ns
route	via count	1284	
global_route	first-pass GRT wire length	5.740	mm
flow_run	Max-Cap Viols	0	
sta	clk_skew	0.006180	ns
synth	Syn Inst Count	181	
route	Antenna Cells	0	
route	residual DRC count	0	
global_route	largest net degree at the start of global routing	13	
final_layout	Non-Filler Instances	259	
route	Total Wirelength	3.213	mm
sta	measured slew at the worst slew-check pin	0.4933	ns
global_route	GRT Total Usage	11.94	%
sta	RSZ-0062 raised after global routing	false	
critical_path	Top delay family on crit path	buffers and inverters	
route	Detail Route Antenna Nets	0	
sta	hold slack	0.4284	ns
pwr	pwr dens	243.0	mW/mm^2
min_path	WHS Endpoint	Diffre.q	
die	Cell Rows	27	
synth	ys flops	35	
route	vias per cell	4.958	
sta	Worst Slack Setup Final	3.041	ns
critical_path	Critical path buffers and inverters	1	
flow_run	OpenROAD warnings	28	
place	gpl congestion	0.8019	
cts	Post-CTS Resized	0	
final_layout	Area Growth Syn to Fin	10.08	%
final_layout	Fillers	565	
critical_path	Critical Path Start Type	flop	
min_path	Hold Path Cell Cnt	1	
sta	Setup violations, final	0	
final_layout	fraction of layout cells with a size suffix above 1	10.16	%
cts	TritonCTS Sinks	35	
route	WL/cell	12.41	um
critical_path	crit-path cells	clkdlybuf4s50_1	
critical_path	R2R Setup Slk	3.17	ns
critical_path	crit-path max FO	4	
pwr	Leak	0.6352	nW
cts	CTS root buf	clkbuf_8	
cts	clk buf depth	2	
die	core box area	0.005540	sq mm
critical_path	CP endpoint kind	output pin	
sta	normalized max-slew margin	67.01	%
route	TritonRoute pass-1 iters	4	
die	fp_density	31.37	%
place	dpl ws	3.177	ns
global_route	number of global-route vias before repair	1203	
die	chip area	0.006101	sq mm
critical_path	Worst R2R Path Depth	5	
global_route	grt ovf	0	
sta	Hold Fails Final Rpt	0	
synth	yosys stat area	0.001738	sq mm
final_layout	post-layout util	34.53	%
place	DP Wirelength	2.249	mm
[layout by cell type (no fill, tap or decap), types with 2 or more instances in the layout]
master            n
nor4_2            4
ha_1              6
and2_1            4
nor4b_2           2
inv_1             8
and4_1            4
clkdlybuf4s50_1   4
nor3_1            6
o31ai_1           2
xor2_1            5
and3_1            4
nor2_1           12
a41oi_1           2
o21ai_0           8
nand3_1          13
a21oi_1           4
nand2_1          10
clkbuf_8          5
xnor2_1          12
mux2i_1           3
nand4_1          14
edfxtp_1          4
dfxtp_1          31
clkbuf_1          2
or3_1             2
[report_power, final]
| group | switching [mW] | internal, mW |
|---|---|---|
| Clock | 0.0934 | 0.0939 |
| Sequential | 0.000511 | 0.273 |
| Combinational | 0.00140 | 0.00293 |
| Total | 0.0953 | 0.370 |
[flip-flops by register name, summed over array words and instances, names as in the netlist]
signal,cells
Div2.q,4
Div1.q,24
ff2.q,1
ff1.q,1
Diffre.q,1
Timer.counter_n_inst.q,4
[metal layers]
metal	vias to the layer above	routed length (um)	part of all wire, %	global-route usage (%)
met1	597	1718	53	18.90
met3	2	130	4.0	3.306
met4	0	38	1.2	1.852
met5	-	0	0	0
met2	18	1326	41	16.67
li1	667	-	-	-
[cell usage after synthesis, drive strengths merged, types with 5 or more instances]
library cell	count	share of area, %
nor2	13	3.2
dfxtp	31	36
nand2	11	2.5
xor2	5	2.5
inv	8	1.7
nand4	15	6.3
ha	6	4.3
nand3	13	3.7
a21oi	5	1.7
nor3	7	2.3
buf	5	1.9
nor4	5	3.2
xnor2	12	6.0
o21ai	8	2.3
[final cells by class]
class | count | area [sq um] | area share, %
inverters | 8 | 30.03 | 1.570
flip-flops and latches | 35 | 740.7 | 38.72
clock inverters | 1 | 5.005 | 0.2616
multi-input cells | 132 | 930.9 | 48.66
well taps | 72 | 90.09 | 4.709
clock buffers | 7 | 76.32 | 3.990
repair buffers | 4 | 40.04 | 2.093
[worst max-delay path by stage]
stage | startpoint | endpoint | slack, ns
4_1_cts | ff1.q | LED1 | 3.03
5_1_grt | Div1.q[1] | Div2.q[2] | 2.96
6_report | ff1.q | LED1 | 3.04
[kinds of logic after synthesis]
kind of cell               after synthesis  share of synthesized area [%]
muxes                                    4                          2.376
and+or+nand+nor                         84                          30.67
xor gates and xnor gates                17                          8.567
AOI/OAI and AO/OA                       21                          7.632
adders and majority gates                6                          4.320
buffers and inverters                   14                          3.815
DFF                                     35                          42.62
[stage by stage]
| stage | instance area, sq um | power (mW) |
|---|---|---|
| detailed placement | 1832 | 0.2838 |
| CTS | 1913 | 0.4714 |
| global placement | 1832 | 0.2837 |
| finish | 1913 | 0.4649 |
| global route | 1913 | 0.4863 |
| floorplan | 1738 | 0.2807 |
Power figures rest on the tool's default switching activity, not on a simulated workload.
