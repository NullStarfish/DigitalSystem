**/design/flow/config.mk**
```make
export PLATFORM = sky130hd
export DESIGN_NAME = abs_dif
export DESIGN_NICKNAME = abs_dif
export VERILOG_FILES = /design/flow/design.v
export SDC_FILE = /design/flow/constraint.sdc
export NUM_CORES = 4
export LEC_CHECK = 1
export CORE_AREA = 10 10 70 70
export DIE_AREA = 0 0 80 80
```
**/design/flow/constraint.sdc**
```tcl
current_design abs_dif

set clk_period 2.4
set clk_io_pct 0.2

create_clock -name clk0 -period $clk_period

set non_clock_inputs [all_inputs -no_clocks]
set_input_delay [expr $clk_period * $clk_io_pct] -clock clk0 $non_clock_inputs
set_output_delay [expr $clk_period * $clk_io_pct] -clock clk0 [all_outputs]
```
**/design/flow/design.v**
```verilog
module abs_dif (aIn, bIn, out);
    input [3:0] aIn, bIn;
    output [3:0] out;
    wire agb;
    comp #(.n(4)) comp_inst (.a(aIn), .b(bIn), .agb(agb), .aeb(), .alb());
    wire [3:0] max, min;
    mux_2to1 #(.n(4)) mux1 (.out(max), .in0(bIn), .in1(aIn), .addr(agb));
    mux_2to1 #(.n(4)) mux2 (.out(min), .in0(bIn), .in1(aIn), .addr(~agb));
    wire [2:0] c;
    wire [3:0] complement_min;
    assign complement_min = ~min + 1;   
    full_adder adder0 (.a(max[0]), .b(complement_min[0]), .s(out[0]), .ci(1'b0), .co(c[0]));
    full_adder adder1 (.a(max[1]), .b(complement_min[1]), .s(out[1]), .ci(c[0]), .co(c[1]));
    full_adder adder2 (.a(max[2]), .b(complement_min[2]), .s(out[2]), .ci(c[1]), .co(c[2]));
    full_adder adder3 (.a(max[3]), .b(complement_min[3]), .s(out[3]), .ci(c[2]), .co());
endmodule
module comp #(parameter n = 4) (a, b, agb, aeb, alb);
    input [n-1:0] a, b;
    output agb, aeb, alb;
    assign agb = a > b;
    assign aeb = a == b;
    assign alb = a < b;
endmodule
module full_adder(a, b, s, ci, co);
    input a, b, ci;
    output s, co;
    assign s = a ^ b ^ ci;
    assign co = (a & b) | (b & ci) | (ci & a);
endmodule
module mux_2to1(out, in0, in1, addr);
    parameter n = 1;
    output [n-1:0] out;
    input [n-1:0] in0, in1;
    input addr;
    assign out = (addr & in1) | (~addr & in0);
endmodule
```
**/design/flow/run.sh**
```bash
#!/bin/bash
# OpenROAD 26Q1-2900-gdf79404cd8, Yosys 0.63+post, stock flow scripts
make -C /OpenROAD-flow-scripts/flow DESIGN_CONFIG=/design/flow/config.mk WORK_HOME=/design/flow/orfs finish
```
==> flow_summary.html <==
<h2>Implementation results</h2>
<table>
<tr><th>Metric</th><th>Value</th></tr>
<tr><th colspan="2">Outcome</th></tr>
<tr><td>Result of the run</td><td>finished, violations left</td></tr>
<tr><td>Failing checks</td><td>negative setup slack</td></tr>
<tr><th colspan="2">Worst setup path</th></tr>
<tr><td>Data required time at the worst endpoint</td><td>1.92 ns</td></tr>
<tr><td>Type of destination of the critical path</td><td>output pin</td></tr>
<tr><td>Crit start category</td><td>input pin</td></tr>
<tr><td>Arrival time at the worst endpoint</td><td>2.42 ns</td></tr>
<tr><td>CP max FO</td><td>4</td></tr>
<tr><td>CP Class</td><td>input pin to output pin</td></tr>
<tr><th colspan="2">Power and ir drop</th></tr>
<tr><td>Internal power consumption</td><td>0.102 mW</td></tr>
<tr><td>Combinational fraction of design power</td><td>100.0%</td></tr>
<tr><td>Power per unit of standard cell area</td><td>243 mW/mm^2</td></tr>
<tr><td>Proportion of power drawn by flip-flops and latches</td><td>0%</td></tr>
<tr><td>Switching power summed over all nets</td><td>0.0601 mW</td></tr>
<tr><td>Leakage</td><td>0.276 nW</td></tr>
<tr><td>Maximum vdd ir drop</td><td>0.0000890 V</td></tr>
<tr><td>Proportion of power drawn by the clock network</td><td>0%</td></tr>
<tr><td>Fraction of power spent switching nets</td><td>37.2%</td></tr>
<tr><th colspan="2">Placement</th></tr>
<tr><td>Number of input and output port buffers inserted</td><td>12</td></tr>
<tr><td>GP Congestion</td><td>0.769</td></tr>
<tr><td>Number of instances in the placed design</td><td>101</td></tr>
<tr><td>HPWL after detailed placement</td><td>752 microns</td></tr>
<tr><th colspan="2">STA</th></tr>
<tr><td>Crit path setup slack, layout</td><td>-0.503 ns</td></tr>
<tr><td>Crit share post-route</td><td>121%</td></tr>
<tr><td>Max-slew violation count</td><td>0</td></tr>
<tr><td>Tightest Pin Transition</td><td>0.247 ns</td></tr>
<tr><td>Setup repair after global routing missed its margin</td><td>true</td></tr>
<tr><td>Max-Slew Margin vs Limit</td><td>83.4%</td></tr>
<tr><td>Min Tclk post-route</td><td>2.90 ns</td></tr>
<tr><td>Final Hold Fails</td><td>0</td></tr>
<tr><td>Highest Clock Rate</td><td>344 MHz</td></tr>
<tr><td>Final setup violation count</td><td>3</td></tr>
<tr><th colspan="2">Route</th></tr>
<tr><td>Ant diodes</td><td>0</td></tr>
<tr><td>Detailed-route wire length per cell</td><td>8.00 microns</td></tr>
<tr><td>Average via count per standard cell</td><td>3.11</td></tr>
<tr><td>Vias after detailed routing</td><td>327</td></tr>
<tr><td>Antenna-violating nets left</td><td>0</td></tr>
<tr><td>Total wirelength of the detailed-routed design</td><td>840 microns</td></tr>
<tr><td>DRC violation count after routing</td><td>0</td></tr>
<tr><td>1st-pass router iterations</td><td>2</td></tr>
<tr><td>DRC violation total after the first TritonRoute iteration</td><td>2</td></tr>
<tr><th colspan="2">Logic synthesis</th></tr>
<tr><td>Yosys warning total</td><td>0</td></tr>
<tr><td>Total standard cell area after synthesis</td><td>302 sq um</td></tr>
<tr><td>Chip area line of the yosys report</td><td>302 sq um</td></tr>
<tr><td>Post-synthesis sequential area ratio</td><td>0%</td></tr>
<tr><td>Number of cells in the yosys synthesis report</td><td>36</td></tr>
<tr><td>Share of the synthesized area in the top cell type</td><td>24.9%</td></tr>
<tr><td>Average cell area after synthesis</td><td>8.38 sq um</td></tr>
<tr><td>Instance tally after logic synthesis</td><td>36</td></tr>
<tr><td>Biggest area consumer among synthesized cells</td><td>sky130_fd_sc_hd__ha_1</td></tr>
<tr><td>Ranking of synthesized cells by area</td><td>sky130_fd_sc_hd__ha_1 25%, sky130_fd_sc_hd__buf_4 10%, sky130_fd_sc_hd__a2111oi_4 9.1%, sky130_fd_sc_hd__inv_1 7.5%, sky130_fd_sc_hd__xnor2_1 5.8%</td></tr>
<tr><td>Count of different cell masters after synthesis</td><td>19</td></tr>
<tr><th colspan="2">Min path</th></tr>
<tr><td>Worst hold path type</td><td>input pin to output pin</td></tr>
<tr><td>Hold_sp</td><td>bIn[2]</td></tr>
<tr><td>Hold Crit Depth</td><td>4</td></tr>
<tr><td>Endpoint, Worst Hold</td><td>out[3]</td></tr>
<tr><th colspan="2">Finish</th></tr>
<tr><td>Area added between synthesis and finish</td><td>120%</td></tr>
<tr><td>Final Non-Filler Cells</td><td>105</td></tr>
<tr><td>Fraction of layout instances using a drive strength above 1</td><td>81.4%</td></tr>
<tr><td>Utilization after layout</td><td>19.5%</td></tr>
<tr><td>Register cell area after layout</td><td>0 sq um</td></tr>
<tr><td>Clock buf count</td><td>0</td></tr>
<tr><td>Sequential cell count</td><td>0</td></tr>
<tr><td>Count of fill cells added during filler insertion</td><td>385</td></tr>
<tr><td>Leading cell types in the layout, fill and taps excluded</td><td>13 x sky130_fd_sc_hd__buf_4, 5 x sky130_fd_sc_hd__ha_4, 5 x sky130_fd_sc_hd__clkbuf_2</td></tr>
<tr><td>Most instantiated logic cell after routing</td><td>sky130_fd_sc_hd__buf_4</td></tr>
<tr><td>Combinational cell area excluding buffers and inverters</td><td>360 sq um</td></tr>
<tr><th colspan="2">Global route</th></tr>
<tr><td>All-Layer GR Usage</td><td>2.59%</td></tr>
<tr><td>Largest net degree at the start of global routing</td><td>5</td></tr>
<tr><td>Vias in the first global route</td><td>347</td></tr>
<tr><td>Global route overflow</td><td>0</td></tr>
<tr><td>Wire length of the first global-routing pass</td><td>1.40 mm</td></tr>
<tr><td>Number of antenna violations at the first check in global routing</td><td>0</td></tr>
<tr><th colspan="2">Job</th></tr>
<tr><td>Stage-log warning count</td><td>36</td></tr>
<tr><td>Maxcap violations</td><td>0</td></tr>
<tr><th colspan="2">Die</th></tr>
<tr><td>Initial cell density of the core</td><td>8.83%</td></tr>
<tr><td>Vertical die dimension</td><td>80 microns</td></tr>
<tr><td>Overall chip area</td><td>0.00640 sq mm</td></tr>
<tr><td>Area of the core</td><td>0.00342 sq mm</td></tr>
<tr><td>Number of top-level design ports</td><td>12</td></tr>
<tr><td>Floorplan row count</td><td>21</td></tr>
<tr><td>DIE WIDTH</td><td>80 microns</td></tr>
<tr><th colspan="2">Clock tree</th></tr>
<tr><td>Number of buffers inserted for hold repair after clock tree synthesis</td><td>0</td></tr>
</table>
stage by stage:
step	hold slack (ns)	worst slack (ns)	cell area [sq um]	TNS [ns]	total power [mW]
after floorplan	1.19	-0.315	377	-0.579	0.0868
after global placement	2.04	-1.29	607	-3.56	0.143
after detailed placement	2.02	-1.32	607	-3.63	0.146
after CTS	1.47	-0.641	661	-1.41	0.158
after global routing	1.35	-0.599	664	-1.29	0.178
final	1.34	-0.503	664	-1.04	0.162
final cells by class:
type	count	area share (%)
timing repair buffer	27	31.8
multi-input combinational	26	54.2
tap	46	8.66
inverter	6	5.27
worst max-delay path by stage:
stage / to / from / cells after the start
6_report: out[2] / bIn[1] / 12
5_1_grt: out[2] / bIn[1] / 12
4_1_cts: out[3] / bIn[1] / 13
synthesized netlist by cell type:
cell type and number:
sky130_fd_sc_hd__a21oi_1 3, sky130_fd_sc_hd__nand2_1 1, sky130_fd_sc_hd__nor3_1 1, sky130_fd_sc_hd__nor2_1 1, sky130_fd_sc_hd__and4_1 1, sky130_fd_sc_hd__a32o_1 1
sky130_fd_sc_hd__a31oi_2 1, sky130_fd_sc_hd__nor2b_1 1, sky130_fd_sc_hd__xnor2_1 2, sky130_fd_sc_hd__o31a_1 1, sky130_fd_sc_hd__a311oi_2 1, sky130_fd_sc_hd__and2_4 1
sky130_fd_sc_hd__inv_1 6, sky130_fd_sc_hd__buf_4 4, sky130_fd_sc_hd__a2111oi_4 1, sky130_fd_sc_hd__ha_1 6, sky130_fd_sc_hd__o211ai_1 1, sky130_fd_sc_hd__nand2b_1 2
sky130_fd_sc_hd__and4_4 1
routing by layer:
layer | wire (microns) | share of wire, % | up-vias | global-route usage [%]
met5 | 0 | 0 | - | 0
met4 | 0 | 0 | 0 | 0
met3 | 50 | 6.0 | 0 | 0.568
met2 | 411 | 49 | 6 | 4.57
met1 | 379 | 45 | 147 | 3.30
li1 | - | - | 174 | -
power by group through the flow:
stage	sequential (mW)	combinational [mW]	clock [mW]
after CTS	0	0.158	0
after global routing	0	0.178	0
final	0	0.162	0
cell families (layout without fill, tap and decap cells):
logic type | count (synthesis) | in the layout | synth area share, %
buf+inv | 10 | 33 | 17.4
xor+xnor | 2 | 2 | 5.81
simple gates | 9 | 9 | 19.9
fa+ha+maj | 6 | 6 | 24.9
compound gates | 9 | 9 | 31.9
timing repair:
item / in CTS / in global routing
gates resized: 35 / 17
buffers inserted: 5 / 1
pin swaps: 10 / 10
setup endpoints to repair: 3 / 3
worst max-delay path, cell delays in order:
cell                        delay (ns)
sky130_fd_sc_hd__buf_12           0.11
sky130_fd_sc_hd__inv_12           0.04
sky130_fd_sc_hd__ha_4             0.18
sky130_fd_sc_hd__buf_6            0.11
sky130_fd_sc_hd__and4_4           0.18
sky130_fd_sc_hd__o31a_1           0.28
sky130_fd_sc_hd__and2_4           0.17
sky130_fd_sc_hd__ha_4             0.17
sky130_fd_sc_hd__buf_6            0.11
sky130_fd_sc_hd__and4_4           0.14
sky130_fd_sc_hd__a2111oi_4        0.30
sky130_fd_sc_hd__buf_2            0.15
Power is estimated from default activity; no workload was simulated.
